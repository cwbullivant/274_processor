<file path="/design/flow/constraint.sdc">
current_design RegisterFile

set clk_period 8.3
set clk_io_pct 0.2

create_clock -name clk0 -period $clk_period [get_ports {Clk}]

set non_clock_inputs [all_inputs -no_clocks]
set_input_delay [expr $clk_period * $clk_io_pct] -clock clk0 $non_clock_inputs
set_output_delay [expr $clk_period * $clk_io_pct] -clock clk0 [all_outputs]
</file>
<file path="/design/flow/run.sh">
#!/bin/bash
# OpenROAD 26Q1-2900-gdf79404cd8, Yosys 0.63+post, stock flow scripts
make -C /OpenROAD-flow-scripts/flow DESIGN_CONFIG=/design/flow/config.mk WORK_HOME=/design/flow/orfs finish
</file>
<file path="/design/flow/config.mk">
export PLATFORM = sky130hd
export DESIGN_NAME = RegisterFile
export DESIGN_NICKNAME = RegisterFile
export VERILOG_FILES = /design/flow/design.v
export SDC_FILE = /design/flow/constraint.sdc
export NUM_CORES = 4
export LEC_CHECK = 1
export CORE_UTILIZATION = 40
</file>
<file path="/design/flow/design.v">
`timescale 1ns / 1ps
module RegisterFile(ReadRegister1, ReadRegister2, WriteRegister, WriteData, RegWrite, Clk, ReadData1, ReadData2, debug_Reg8, debug_Reg16, debug_Reg17, 
                    debug_Reg18, debug_Reg19);
   input [4:0] ReadRegister1, ReadRegister2, WriteRegister;
   input [31:0] WriteData;
   input 	RegWrite, Clk;
   output reg [31:0] ReadData1, ReadData2;
   output [31:0] debug_Reg8, debug_Reg16, debug_Reg17,    
       debug_Reg18, debug_Reg19;
   (* mark_debug = "true" *) reg [31:0] 	     registers [0:31];
   integer 	     iter = 0;  
   initial begin
      for (iter = 0; iter < 32; iter = iter + 1) begin
	 registers[iter] = 0;
      end
   end
   always @ (posedge Clk) begin
      if (RegWrite == 1) begin  
         registers[WriteRegister] <= WriteData;	  
      end
   end
   always @ (negedge Clk) begin
      ReadData1 <= registers[ReadRegister1];
      ReadData2 <= registers[ReadRegister2];
   end
   assign debug_Reg8 = registers[8];
   assign debug_Reg16 = registers[16];
   assign debug_Reg17 = registers[17];
   assign debug_Reg18 = registers[18];
   assign debug_Reg19 = registers[19];
endmodule
</file>
==> flow_summary.json <==
{
  "drv_cap": 0,
  "cts_resized": 0,
  "slew_violations": 0,
  "stdcell_count": 5597,
  "syn_inst": 3452,
  "post_cts_buffers": 0,
  "rr_worst_depth": 5,
  "num_rows": 129,
  "hpwlAfterDp_mm": 106,
  "status": "finished clean",
  "die_area_sq_um": 127000,
  "grt_pass1_vias": 33428,
  "ctsHoldBuffers": 0,
  "drive_gt1_share_pct": 11.1,
  "io_pins": 273,
  "p_leak_nw": 22.5,
  "hold_violations": 0,
  "ys_cells": 3452,
  "cp.arrival_ps": 4200,
  "postSynthAreaPerCell_sq_um": 14.5,
  "path_max_fanout": 24,
  "drcViolationCount": 0,
  "yosys_area_sq_um": 50100,
  "grt_pass1_wl_mm": 237,
  "hold_class": "primary input to flop",
  "num_vias": 32645,
  "clk_latency_ps": 730,
  "synth.distinct_cells": 25,
  "crit_type": "primary input to flop",
  "worst_pin_slew_ps": 983,
  "overflow": 0,
  "dr.pass1.iters": 24,
  "ys_seq_elements": 1088,
  "drtIter0Drc": 2360,
  "hold_path_end": "registers[16][11]",
  "groute.usage.overall_pct": 28.3,
  "dieHeight_microns": 356,
  "fp-utilization_pct": 40.4,
  "die_w_microns": 356,
  "clockRootBuffer": "clkbuf_16",
  "cp-end-kind": "flop",
  "slew_headroom_pct": 34.3,
  "port_buffers": 272,
  "grt_setup_unrepaired": "false",
  "ys_seq_share_pct": 64.0,
  "detail_route.wl_per_cell_microns": 29.8,
  "fin_skew_ps": 33.2,
  "cts_sinks": 1088,
  "pre_cts_slack_ps": -121,
  "final_area_sq_um": 59900,
  "area_delta_synth_final_pct": 19.6,
  "ant_nets": 0,
  "combGateArea_sq_um": 16800,
  "cts_tree": "yes",
  "reg2reg_from": "registers[18][22]",
  "htree_levels": 3,
  "warnings": 90,
  "hp-start": "WriteData[11]",
  "cts_inserted_buffers": 115,
  "power_density_nw_per_um2": 209,
  "total_power_mw": 12.5,
  "required_ps": 4740,
  "cts_buffer_depth": 3,
  "seq_area_sq_um": 32000,
  "r2r_slack_ps": 2080,
  "netlist_area_sq_um": 50100,
  "place_area_sq_um": 55900,
  "coreArea_sq_um": 124000,
  "place.gp.congestion": 0.926,
  "antenna_found_initial": 1,
  "yosysWarnings": 1,
  "grt_max_degree": 76,
  "start_kind": "primary input",
  "rr_endpoint": "ReadData2[22]",
  "path_clk_slew_ps": 60,
  "via_per_inst": 5.83,
  "setup_violations": 0,
  "routed_wl_mm": 167,
  "peakVddDrop_v": 0.000164,
  "holdPathStages": 2,
  "placed_cells": 5316,
  "setup_ws_ps": 543,
  "nFillCells": 10449
}
[sequential cells by signal (all words and copies together) (netlist names)]
signal     flops
registers   1024
ReadData2     32
ReadData1     32
[logic make-up after synthesis]
kind of cell | synth area share, %
DFF | 64.0
muxes | 20.5
buffers and inverters | 3.14
and+or+nand+nor | 4.59
AOI/OAI and AO/OA | 7.84
[cell usage after synthesis, drive strengths merged]
library cell  number  area share [%]
nand3            194             1.9
nor2              36            0.27
a22oi            192             2.9
or3                1           0.013
inv                1          0.0075
nand2b             4           0.050
nor2b              4           0.050
a22o             128             2.2
mux2i           1024              20
clkbuf            87            0.68
buf              166             2.4
nand2            196             1.5
nand3b             5           0.075
nor3              64            0.64
or3b               2           0.035
a31oi             64            0.80
edfxtp          1024              61
or2                2           0.025
and2               2           0.025
dfxtp             64             2.6
a21oi            192             1.9
[where the power goes]
part	leakage, nW	switching (mW)	internal (mW)
Clock	2.25	2.22	2.99
Combinational	10.5	0.678	0.464
Sequential	9.76	0.0800	6.11
[stage by stage]
step	TNS, ps	hold slack (ps)	util, %
6_report	0	1760	48.3
5_1_grt	0	1770	48.3
4_1_cts	0	1720	48.3
3_5_place_dp	-121	2470	45.1
3_3_place_gp	-99.5	2470	45.1
2_1_floorplan	0	1760	-
[worst max path at each step]
stage	from	endpoint	slack (ps)	cells past startpoint
4_1_cts	ReadRegister2[2]	ReadData2[22]	620	8
5_1_grt	ReadRegister2[2]	ReadData2[22]	450	8
6_report	ReadRegister2[0]	ReadData2[22]	540	8
[layout by cell type (no fill, tap or decap), types with 2 or more instances in the layout]
master and count:
mux2i_1 1024, edfxtp_1 1024, clkdlybuf4s50_1 270, nand2_1 194, nand3_1 194, a22oi_1 192, a21oi_1 192, buf_4 151
a22o_1 128, clkbuf_16 122, inv_1 75, dfxtp_1 64, nor3_1 64, a31oi_1 64, buf_12 57, nor2_4 34
clkinv_2 27, clkbuf_1 14, clkinv_1 12, clkbuf_8 8, clkinvlp_2 7, bufinv_16 6, nand3b_1 5, nor2b_4 4
nand2b_2 4, inv_6 4, diode_2 2, and2_4 2, or2_2 2, nand2_2 2, or3b_2 2, nor2_1 2
bufinv_8 2, buf_8 2
[worst max-delay path, cell delays in order]
cell             delay (ps)
clkdlybuf4s50_1         720
and2_4                  330
buf_4                   400
a22o_1                  190
nor3_1                   40
a31oi_1                 570
buf_4                   220
nand3_1                  60
[area by class of cell]
type	instances	area share, %
multi-input cells	2110	28.0
clock buffers	144	5.37
flip-flops and latches	1088	53.5
repair buffers	480	8.36
diodes	2	0.00836
well taps	1637	3.42
clock inverters	136	1.31
[metal layers]
metal	wire length (microns)	global-route usage (%)
met1	62100	38.5
met5	198	1.06
met4	5410	7.34
met2	74200	40.0
met3	24900	17.2
No activity file was given, so power comes from the tool's default toggle rates.
