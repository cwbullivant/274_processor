==> design/flow/design.v <==
`timescale 1ns / 1ps
module InstructionMemory(Address, Instruction); 
    input [31:0] Address;         
    output reg [31:0] Instruction;     
        reg [31:0] memory [0:127];
        initial begin                    
            memory[0] = 32'h34040000;	 
            memory[1] = 32'h34050100;     
            memory[2] = 32'h20110000;     
            memory[3] = 32'h20120001;     
            memory[4] = 32'h20080000;     
            memory[5] = 32'h8ca50000;     
            memory[6] = 32'h20080004;     
            memory[7] = 32'h20100000;     
            memory[8] = 32'h70a82802;     
            memory[9] = 32'h20a5fffc;     
            memory[10] = 32'h00b08822;     
            memory[11] = 32'h20080000;     
            memory[12] = 32'h01044820;     
            memory[13] = 32'h8d2a0000;     
            memory[14] = 32'h21290004;     
            memory[15] = 32'h8d2b0000;     
            memory[16] = 32'h016a602a;     
            memory[17] = 32'h15920003;     
            memory[18] = 32'had2a0000;     
            memory[19] = 32'h2129fffc;     
            memory[20] = 32'had2b0000;     
            memory[21] = 32'h21080004;     
            memory[22] = 32'h0111602a;     
            memory[23] = 32'h1580fff4;     
            memory[24] = 32'h22100004;     
            memory[25] = 32'h0205602a;     
            memory[26] = 32'h1580ffef;     
            memory[27] = 32'h20080000;     
            memory[28] = 32'h20a50004;     
            memory[29] = 32'h00808820;     
            memory[30] = 32'h340c0104;     
            memory[31] = 32'h8e300000;     
            memory[32] = 32'h8d8d0000;     
            memory[33] = 32'h21adffff;     
            memory[34] = 32'h15a0fffe;     
            memory[35] = 32'h22310004;     
            memory[36] = 32'h21080004;     
            memory[37] = 32'h1505fff9;     
            memory[38] = 32'h1412ffff;     
        end
        always @ * begin
            Instruction <= memory[Address[8:2]];    
        end
    endmodule
==> design/flow/run.sh <==
#!/bin/bash
# OpenROAD 26Q1-2900-gdf79404cd8, Yosys 0.63+post, stock flow scripts
make -C /OpenROAD-flow-scripts/flow DESIGN_CONFIG=/design/flow/config.mk WORK_HOME=/design/flow/orfs finish
==> design/flow/config.mk <==
export PLATFORM = sky130hd
export DESIGN_NAME = InstructionMemory
export DESIGN_NICKNAME = InstructionMemory
export VERILOG_FILES = /design/flow/design.v
export SDC_FILE = /design/flow/constraint.sdc
export NUM_CORES = 4
export LEC_CHECK = 1
export CORE_AREA = 10 10 81 81
export DIE_AREA = 0 0 91 91
==> design/flow/constraint.sdc <==
current_design InstructionMemory

set clk_period 2.4
set clk_io_pct 0.2

create_clock -name clk0 -period $clk_period

set non_clock_inputs [all_inputs -no_clocks]
set_input_delay [expr $clk_period * $clk_io_pct] -clock clk0 $non_clock_inputs
set_output_delay [expr $clk_period * $clk_io_pct] -clock clk0 [all_outputs]
==> qor.yml <==
worst_path_fanout_max: 5
fp.coreArea_um2: 4820
io_buffers: 38
flops: 0
die_h_um: 91
routed_wl_mm: 6.15
hold_path.startpoint: "Address[2]"
leakage_uw: 0.00130
timing.critical_path.arrival_ns: 1.89
ys_top_cells_by_area: "ha_1 (9.4%), a21oi_1 (8.7%), nand2_1 (6.5%)"
critical-path-top-cell-by-count: "buf_8"
place.detailed.hpwl_mm: 4.46
drcViolationCount: 0
crit_type: "primary input to primary output"
holdPathStages: 5
timing.critical_path.to_type: "primary output"
grt_use_total: 0.142
vias_after_detailed_routing: 2002
synth_top_cell_by_area: "ha_1"
drive_gt1_frac: 0.563
slew_viol_final: 0
synth_sequential_area_ratio: 0
headroom_to_the_max_slew_limit: 0.807
hold-path-endpoint: "Instruction[28]"
die_area_um2: 8280
starting_density_of_the_core: 0.275
ys_types: 47
layout.clock_buffers: 0
cp-startpoint: "Address[3]"
finalWeightedCongestion: 1.02
run_status: "finished clean"
design_area_um2: 2830
finished_core_util: 0.586
ios: 64
viasPerCell: 5.30
initialDrtViolationCount: 200
report.final.hold_viol_count: 0
netlist.area_leader.share: 0.0944
post_synth_inst_count: 203
max_ir_drop_vdd_mv: 0.104
timing.critical_path.slowest_cell_delay_ns: 0.47
postPlaceCellArea_um2: 2210
tightest_slew_ns: 0.289
tns_ns: 0
pwr_density_cell_nw_per_um2: 190
number_of_antenna_cells_inserted: 0
max_clk_rate_ghz: 0.423
summed_standard_cell_area_reported_by_yosys_um2: 1330
openroad.warnings: 67
detail_route.wl_per_cell_um: 16.3
post-route-period-util: 0.986
setup-violations-final: 0
final.fill_count: 420
grt_start_max_net_pins: 19
min_path_type: "primary input to primary output"
seq_area_um2: 0
cpMaxStageDelayCell: "mux4_2"
grt_pass1_wl_mm: 10.1
fin_crit_ns: 2.37
syn_area_per_cell_um2: 6.53
initial_antenna_violation_count: 0
synth.yosys.warnings: 1
dr_pass1_iterations: 4
cp_cell_sequence: "buf_8 > buf_8 > ha_4 > buf_4 > buf_6 > mux4_2 > o21ai_2 > o21ai_1 > clkbuf_2"
maxCapViolCount: 0
timing.critical_path.from_type: "primary input"
number_of_standard_cells_reported_by_yosys: 203
globalRoute.totalOverflow: 0
timing.critical_path.required_ns: 1.92
cell_row_count: 25
dieWidth_um: 91
areaGrowthSynthToFinish_pct: 113
synth.cell_area_um2: 1330
drt.antenna.violating_nets: 0
synth.cells.most_frequent: "a21oi_1 (23), nand2_1 (23), o21ai_0 (17)"
via_count_of_the_first_global_routing_pass: 1921
## where the power goes
| part | leakage (uW) | total [uW] | switching, uW | internal [uW] |
|---|---|---|---|---|
| combinational | 0.00130 | 537 | 236 | 300 |
| sequential | 0 | 0 | 0 | 0 |
| clock | 0 | 0 | 0 | 0 |
## metal layers
layer,part of all wire,GRT usage,wire length (um)
met5,0,0,0
met4,0.023,0.0274,142
met3,0.069,0.0207,422
met2,0.44,0.223,2740
met1,0.46,0.201,2850
## final cells by class
class / instances / area (um2) / area share
multi-input cells: 171 / 1510 / 0.534
inverters: 8 / 45.0 / 0.0159
well taps: 67 / 83.8 / 0.0297
repair buffers: 132 / 1190 / 0.420
## cell usage in the layout, fill, tap and decap left out, types with 4 or more instances in the layout
master / count
dlymetal6s2s_1: 8
a21oi_2: 8
o21ai_2: 4
a21oi_1: 15
clkdlybuf4s15_1: 5
nand2_1: 17
ha_4: 6
o211ai_1: 5
nand2_2: 6
buf_6: 18
nand3_1: 4
o21ai_1: 11
nor2_1: 10
buf_4: 71
nand2b_1: 5
dlygate4sd2_1: 10
buf_12: 4
nand2b_4: 4
or2_4: 4
buf_2: 5
o21ai_0: 4
## how the worst max path moves through the flow
stage / end / slack (ns) / cells after the start
6_report: Instruction[20] / 0.03 / 9
5_1_grt: Instruction[1] / -0.03 / 10
4_1_cts: Instruction[3] / -0.12 / 9
## worst max-delay path, delay by kind of cell
family / cells / cell delay, ns
buffers and inverters: 5 / 0.58
muxes: 1 / 0.47
AOI/OAI and AO/OA: 2 / 0.19
adders and majority gates: 1 / 0.17
## cell families after synthesis
group                      count (synthesis)  synth area share
buffers and inverters                     32             0.131
AOI/OAI and AO/OA                         78             0.381
and+or+nand+nor                           75             0.300
adders and majority gates                 10            0.0944
muxes                                      8            0.0935
## stage by stage
step / hold WS (ns) / setup WS (ns) / power [uW] / cells
2_1_floorplan: 1.08 / 0.151 / 186 / 203
3_3_place_gp: 2.03 / -0.917 / 427 / 357
3_5_place_dp: 2.04 / -0.935 / 426 / 357
4_1_cts: 1.39 / -0.125 / 490 / 373
5_1_grt: 1.42 / -0.0259 / 582 / 378
6_report: 1.38 / 0.0335 / 537 / 378
## timing repair
item                       CTS  global route
resized                    139            64
setup buffers               16             7
pin swaps                   25            26
hold buffers                 0             0
setup endpoints to repair   32            20
Power and IR drop assume default switching activity.
