`/design/flow/design.v`:
```
`timescale 1ns / 1ps
module DataMemory(Address, WriteData, Clk, MemWrite, MemRead, ReadData); 
    input [31:0] Address; 	 
    input [31:0] WriteData;  
    input Clk;
    input MemWrite; 		 
    input MemRead; 			 
    output reg[31:0] ReadData;  
    reg [31:0] memory [0:65];
    initial begin
        memory[0] = 32'h30e;
        memory[1] = 32'h50;
        memory[2] = 32'h369;
        memory[3] = 32'h23e;
        memory[4] = 32'h1eb;
        memory[5] = 32'h84;
        memory[6] = 32'h31f;
        memory[7] = 32'h13e;
        memory[8] = 32'h31b;
        memory[9] = 32'h34d;
        memory[10] = 32'h61;
        memory[11] = 32'h3e3;
        memory[12] = 32'hbc;
        memory[13] = 32'h108;
        memory[14] = 32'h23b;
        memory[15] = 32'h2be;
        memory[16] = 32'hfd;
        memory[17] = 32'h371;
        memory[18] = 32'h3da;
        memory[19] = 32'he2;
        memory[20] = 32'h277;
        memory[21] = 32'h4a;
        memory[22] = 32'h17;
        memory[23] = 32'hc8;
        memory[24] = 32'h3ca;
        memory[25] = 32'h1f4;
        memory[26] = 32'hba;
        memory[27] = 32'h2a3;
        memory[28] = 32'ha5;
        memory[29] = 32'h375;
        memory[30] = 32'h228;
        memory[31] = 32'h39c;
        memory[32] = 32'h1d2;
        memory[33] = 32'h2b8;
        memory[34] = 32'h2e9;
        memory[35] = 32'h81;
        memory[36] = 32'h28e;
        memory[37] = 32'h1d1;
        memory[38] = 32'h2ed;
        memory[39] = 32'hf3;
        memory[40] = 32'h6f;
        memory[41] = 32'h34b;
        memory[42] = 32'he7;
        memory[43] = 32'h31b;
        memory[44] = 32'h112;
        memory[45] = 32'h1f6;
        memory[46] = 32'h2a;
        memory[47] = 32'h305;
        memory[48] = 32'h1c6;
        memory[49] = 32'h6d;
        memory[50] = 32'h392;
        memory[51] = 32'h229;
        memory[52] = 32'hab;
        memory[53] = 32'he3;
        memory[54] = 32'h31c;
        memory[55] = 32'hcf;
        memory[56] = 32'h206;
        memory[57] = 32'h11a;
        memory[58] = 32'hf6;
        memory[59] = 32'h24f;
        memory[60] = 32'h35c;
        memory[61] = 32'h37d;
        memory[62] = 32'h3e3;
        memory[63] = 32'h24;
        memory[64] = 32'h40;
        memory[65] = 32'h9C4;
    end
	always @(posedge Clk) begin
        if (MemWrite == 1'b1) begin
            memory[Address[11:2]] <= WriteData;
        end
    end    
    always @(*) begin
        if (MemRead == 1'b1) begin
                ReadData <= memory[Address[11:2]];
        end
        else begin
                ReadData <= 32'h0;
        end    
    end    
endmodule
```
`/design/flow/run.sh`:
```
#!/bin/bash
# OpenROAD 26Q1-2900-gdf79404cd8, Yosys 0.63+post, stock flow scripts
make -C /OpenROAD-flow-scripts/flow DESIGN_CONFIG=/design/flow/config.mk WORK_HOME=/design/flow/orfs finish
```
`/design/flow/config.mk`:
```
export PLATFORM = sky130hd
export DESIGN_NAME = DataMemory
export DESIGN_NICKNAME = DataMemory
export VERILOG_FILES = /design/flow/design.v
export SDC_FILE = /design/flow/constraint.sdc
export NUM_CORES = 4
export LEC_CHECK = 1
export CORE_UTILIZATION = 40
```
`/design/flow/constraint.sdc`:
```
current_design DataMemory

set clk_period 32.7
set clk_io_pct 0.2

create_clock -name clk0 -period $clk_period [get_ports {Clk}]

set non_clock_inputs [all_inputs -no_clocks]
set_input_delay [expr $clk_period * $clk_io_pct] -clock clk0 $non_clock_inputs
set_output_delay [expr $clk_period * $clk_io_pct] -clock clk0 [all_outputs]
```
==> flow_summary.toml <==
# yosys + openroad results
[logic_synthesis]
synth_dominant_cell_count = "edfxtp_1"
ys_area_sq_um = 81600
synth_cells = 4420
synth.top_cell.area_share_pct = 77.7
avgSynthCellArea_sq_um = 18.5
ys_top_cells_by_area = "edfxtp_1, mux2i_1, mux4_2"
yosysWarningCount = 1
top_area_cell = "edfxtp_1"
async_reset_ff_share_pct = 0
syn_area_sq_um = 81600
synthDistinctLibCells = 75
synth_seq_share_pct = 77.7
ff_type = "edfxtp_1"
ys_cells = 4420
edf_count = 2112
yosys-top-cells-count = "edfxtp_1, mux2i_1, o22ai_1"
ys.flops = 2112

[cells_and_area]
drive_gt1_share_pct = 15.9
nFillCells = 16800
largest_register_ffs = 2112
syn2layout_area_growth_pct = 13.1
logic_area_sq_um = 17100
fin_cells = 7434
seqCellArea_sq_um = 63400
finish.utilization_pct = 45.6

[clock_tree]
postCtsResizedCells = 0
cts_sinks = 2112
tritoncts.num_buffers = 203
clk_pin_slew_ns = 0.06
cts_setup_buffers = 0
cts_hold_buf = 0
clockBufferDepth = 3
root_buffer = "clkbuf_16"
htreeDepth = 4
cts_tree = "yes"

[critical_path]
worst_path_max_delay_cell = "buf_4"
crit_arrival_ns = 11.91
crit_type = "in2out"
crit_required_ns = 26.16
crit_chain = "buf_8, buf_4, buf_4, buf_4, nand2b_4, buf_4, o22ai_1, o21ai_0, nand4_1, a21oi_1, o31ai_1, clkdlybuf4s50_1"
end_kind = "output port"
critPathLaunchType = "input pin"
critPathMaxFanout = 61
crit_top_cell = "buf_4"
cpPeakStageDelay_ns = 0.64

[die]
fp_util_pct = 40.3
core_sq_um = 203000
chipArea_sq_um = 206000
die_h_um = 454
die_w_um = 454
num_rows = 165
ios = 99

[route]
drt-total-wl_mm = 232
wl_met1_mm = 73.4
vias_per_cell = 5.91
dr_wl_met2_mm = 110
top_layer = "met5"
drc = 0
dr.first_iter.drc_count = 3326
vias = 43900
wl_per_cell_um = 31.2
wl_met3_mm = 41.4
ant_nets = 0
dr.pass1.iters = 7

[power_and_ir_drop]
ir_drop_mv = 0.0551
p_leak_nw = 29.6
power_density_nw_per_um2 = 60.0

[placement]
dp_slack_ns = 14.34
placed_cells = 7055
gp_congestion = 0.863
dpl.hpwl_mm = 123
io_buffers = 73

[grt]
grt_first_pass_wirelength_mm = 329
antenna_found_initial = 3
grt_pass1_vias = 45700
grt_max_degree = 90
grt_use_total_pct = 24.7
grt.overflow.total = 0

[final_timing]
hold_viol_final = 0
tns_ns = 0
rsz0062_at_grt = "no"
setup_viol = 0
setup_slack_ns = 14.25
post-route-min-period_ns = 18.45
drv_slew = 0
fmax_ghz = 0.0542
relSlewSlack_pct = 35.3
fin_crit_sh_pct = 56.4
worst_slew_pin_slew_ns = 0.969

[job]
cap_violations = 0
log.warning_count = 51

[hold_path]
hold_class = "in2reg"

[status]
status = "complete, no violations"
-- worst max-delay path, delay by kind of cell --
family,cells,cell delay [ns]
AOI/OAI and AO/OA,4,1.40
buffers and inverters,6,3.18
and+or+nand+nor,2,0.70
-- area by class of cell --
class	instances	share of cell area, %
Clock inverter	109	0.859
Clock buffer	268	6.00
Timing Repair Buffer	266	2.23
Inverter	7	0.0312
Sequential cell	2112	68.7
Antenna cell	2	0.00542
Tap cell	2672	3.62
Multi-Input combinational cell	1998	18.6
-- cell usage in the layout, fill, tap and decap left out, types with 11 or more instances in the layout --
| cell type | n |
|---|---|
| o221ai_1 | 28 |
| bufinv_16 | 11 |
| mux2_2 | 52 |
| clkinv_2 | 31 |
| nand4_1 | 17 |
| o21ai_1 | 22 |
| mux2i_1 | 477 |
| buf_4 | 190 |
| a21oi_1 | 103 |
| mux4_2 | 106 |
| a222oi_1 | 26 |
| a221oi_1 | 127 |
| a221o_1 | 28 |
| clkinv_1 | 58 |
| clkbuf_1 | 55 |
| a22oi_1 | 114 |
| a22o_1 | 39 |
| clkbuf_16 | 213 |
| nor2_1 | 63 |
| nor2_4 | 69 |
| nand2_1 | 122 |
| nand3_1 | 25 |
| edfxtp_1 | 2112 |
| nor3_1 | 12 |
| o21ai_0 | 114 |
| clkdlybuf4s50_1 | 36 |
| o22ai_1 | 235 |
| buf_2 | 34 |
| a211oi_1 | 18 |
-- power breakdown --
part | leakage [nW] | internal [mW] | switching [mW]
sequential | 19.0 | 2.99 | 0.00214
clock | 3.09 | 1.27 | 0.977
combinational | 7.52 | 0.0904 | 0.208
total | 29.6 | 4.35 | 1.19
-- layer usage --
layer	global-route usage, %	up-vias
met4	5.98	6
li1	-	18700
met5	1.47	-
met1	29.0	21800
met2	36.3	2955
met3	19.2	415
-- cell families after synthesis --
kind of cell,Yosys count,share of synthesized area [%]
DFF,2112,77.7
buffers and inverters,310,2.08
AOI/OAI and AO/OA,977,8.54
muxes,641,9.57
and+or+nand+nor,380,2.13
-- through the flow --
step	instance area (sq um)	hold WS (ns)	total power, mW
after detailed placement	86000	6.98	3.34
after CTS	92300	6.07	5.57
after floorplan	81600	6.64	3.20
after global routing	92300	6.12	5.69
after global placement	86000	6.97	3.34
final	92300	6.13	5.54
-- final timing paths --
path                          start                      end  cells past startpoint
worst max-delay path     Address[3]             ReadData[20]                     12
worst min-delay path  WriteData[28]  memory[9][28]$_DFFE_PP_                      1
Power figures rest on the tool's default switching activity, not on a simulated workload.
